`design.v`:
```
module PE_left (
    input                       clk,
    input                       rst,
    input [16-1:0]              cfg_dat,
    input [11-1:0]              cfg_adr,
    input [11-1:0]              slv_addr,
    input                       rx_pr,
    input [1:0]                 rx_pd,
    output wire                 rx_pa,
    output wire                 rx_c0r,
    output wire [1:0]           rx_c0d,
    input                       rx_c0a,
    output wire                 rx_c1r,
    output wire [1:0]           rx_c1d,
    input                       rx_c1a,
    input [2*16-1:0]            tx_c0d,
    output wire                 tx_c0a,
    input [2*16-1:0]            tx_c1d,
    output wire                 tx_c1a,
    output wire [2*16-1:0]      tx_pd,
    input                       tx_pa
);
    localparam NOC_WID = 16;
    localparam REGIONAL_ADDR_WID = 11;
    wire xr;
    wire [1:0] xd;
    wire xa;
    wire [2*(NOC_WID+1)-1:0] ad;
    wire aa;
    wire [2*NOC_WID-1:0] fd;
    wire fa;
    RX_NODE #(
        .N(NOC_WID)
    ) i_RX_NODE (
        .rstn(~rst   ),
        .pr  (rx_pr  ),
        .pd  (rx_pd  ),
        .pa  (rx_pa  ),
        .c0r (rx_c0r ),
        .c0d (rx_c0d ),
        .c0a (rx_c0a ),
        .c1r (rx_c1r ),
        .c1d (rx_c1d ),
        .c1a (rx_c1a ),
        .xr  (xr     ),
        .xd  (xd     ),
        .xa  (xa     )
    );
    MAC #(
        .NOC_WID(NOC_WID),
        .REGIONAL_ADDR_WID(REGIONAL_ADDR_WID)
    ) i_MAC (
        .clk     (clk     ),
        .rst     (rst     ),
        .cfg_dat (cfg_dat ),
        .cfg_adr (cfg_adr ),
        .slv_addr(slv_addr),
        .xr      (xr      ),
        .xd      (xd      ),
        .xa      (xa      ),
        .ad      (ad      ),
        .aa      (aa      ),
        .fd      (fd      ),
        .fa      (fa      )
    );
    TX_NODE #(
        .N(NOC_WID)
    ) i_TX_NODE (
        .rstn(~rst  ),
        .c0d (tx_c0d),
        .c0a (tx_c0a),
        .c1d (tx_c1d),
        .c1a (tx_c1a),
        .pd  (tx_pd ),
        .pa  (rx_pa ),
        .ad  (ad    ),
        .aa  (aa    ),
        .fd  (fd    ),
        .fa  (fa    )
    );
endmodule
module MAC #(
    parameter NOC_WID = 16,
    parameter REGIONAL_ADDR_WID = 11
)(
    input                       clk,
    input                       rst,
    input [NOC_WID-1:0]                 cfg_dat,
    input [REGIONAL_ADDR_WID-1:0]       cfg_adr,
    input [REGIONAL_ADDR_WID-1:0]       slv_addr,
    input                       xr,
    input [1:0]                 xd,              
    output wire                 xa,
    input [2*(NOC_WID+1)-1:0]   ad,              
    output wire                 aa,
    output wire [2*NOC_WID-1:0] fd,              
    input                       fa
);
    reg [NOC_WID-1:0]   bits_peek, xmid, m;
    always @(posedge clk) begin
        if (rst) begin
            bits_peek <= 0;
            xmid <= 0;
            m <= 0;
        end else begin
            if (cfg_adr == slv_addr) begin
                bits_peek <= cfg_dat;
            end else if (cfg_adr == slv_addr+4) begin
                xmid <= cfg_dat;
            end else if (cfg_adr == slv_addr+8) begin
                m <= cfg_dat;
            end
        end
    end
    localparam [1:0]
        RX_IDLE     = 2'b00,
        RX_ACK_HI   = 2'b01,
        RX_ACK_LO   = 2'b10;
    reg [1:0]                   rx_state;
    reg [NOC_WID-1:0]           x;
    reg [$clog2(NOC_WID):0]     bits_recvd;
    wire                        xd_arrived;
    assign xd_arrived = xd[0] || xd[1];
    assign xa = (rx_state == RX_ACK_HI);
    always @(posedge clk) begin
        if (rst) begin
            rx_state <= RX_IDLE;
            x <= 0;
            bits_recvd <= 0;
        end else begin
            case (rx_state)
                RX_IDLE: begin
                    if (xr) begin
                        rx_state <= RX_ACK_HI;
                        x <= 0;
                        bits_recvd <= 0;
                    end
                end
                RX_ACK_HI: begin
                    if (xd_arrived) begin
                        rx_state <= RX_ACK_LO;
                        if (bits_recvd < bits_peek) begin
                            x <= (x << 1) | xd[1];
                            bits_recvd <= bits_recvd + 1;
                        end
                    end else if (~xr) begin
                        rx_state <= RX_IDLE;
                    end
                end
                RX_ACK_LO: begin
                    if (~xd_arrived) rx_state <= RX_ACK_HI;
                end
                default: begin
                    rx_state <= RX_IDLE;
                    x <= 0;
                    bits_recvd <= 0;
                end
            endcase
        end
    end
    wire [NOC_WID:0]    a_sync;
    wire                a_sync_rdy;
    dr_rx #(
        .N(NOC_WID+1)
    ) i_dr_rx (
        .clk(clk),
        .rst(rst),
        .in(ad),
        .out(a_sync),
        .out_rdy(a_sync_rdy)
    );
    wire                a_MSb;
    wire [NOC_WID-1:0]  b;
    assign a_MSb = a_sync[NOC_WID];
    assign b = a_sync[NOC_WID-1:0];
    wire [NOC_WID-1:0]  s_left, s_right;
    assign s_left = m*x;
    assign s_right = m*(xmid-x);
    wire [NOC_WID-1:0]  f_sync;
    reg                 f_sync_rdy;
    assign f_sync = a_MSb ? s_right : s_left;
    dr_tx #(
        .N(NOC_WID)
    ) i_dr_tx (
        .in(f_sync),
        .in_rdy(f_sync_rdy),
        .out(fd)
    );
    always @(posedge clk) begin
        if (rst) begin
            f_sync_rdy <= 0;
        end else begin
            f_sync_rdy <= a_sync_rdy;
        end
    end
    assign aa = fa;      
endmodule
module RX_NODE #(
    parameter N = 16
)(
    input                       rstn,
    input                       pr,
    input [1:0]                 pd,
    output wire                 pa,
    output wire                 c0r,
    output wire [1:0]           c0d,
    input                       c0a,
    output wire                 c1r,
    output wire [1:0]           c1d,
    input                       c1a,
    output wire                 xr,
    output wire [1:0]           xd,
    input                       xa
);
    wire rst;
    assign rst = ~rstn;
    wire        _u0, _u1, uu, __v;
    wire [1:0]  _pd;
    wire        _pr, _c0r, _c0a, _c1r, _c1a, _xr, _xa;
    reg         u0, u1, _v;
    reg         _and0a, _and1a;
    assign _u0 = ~u0;
    assign _u1 = ~u1;
    assign uu = ~(_u0 & _u1);
    assign pa = ~((_pr | uu) & _and0a & _and1a);
    assign __v = ~_v;
    assign _pd[0] = ~pd[0];
    assign _pd[1] = ~pd[1];
    assign _c0r = ~(__v & u0);
    assign _c1r = ~(__v & u1);
    assign c0d[0] = ~(_pd[0] | _c0r);
    assign c0d[1] = ~(_pd[1] | _c0r);
    assign c1d[0] = ~(_pd[0] | _c1r);
    assign c1d[1] = ~(_pd[1] | _c1r);
    assign _xr = _pr;
    assign xd = c0d | c1d;
    assign _pr = ~pr;
    assign c0r = ~_c0r;
    assign _c0a = ~c0a;
    assign c1r = ~_c1r;
    assign _c1a = ~c1a;
    assign xr = ~_xr;
    assign _xa = ~xa;
    always @(*) begin
        if (~rst & (~_pd[0] & ~__v)) begin
            u0 = 1;
        end else if (rst | (_pr)) begin
            u0 = 0;
        end
        if (~rst & (~_pd[1] & ~__v)) begin
            u1 = 1;
        end else if (rst | (_pr)) begin
            u1 = 0;
        end
        if (~uu) begin
            _v = 1;
        end else if (uu & _pd[0] & _pd[1]) begin
            _v = 0;
        end
        if (~rst & (~_xa & ~_c0a)) begin
            _and0a = 0;
        end else if (rst | (_xa & _c0a)) begin
            _and0a = 1;
        end
        if (~rst & (~_xa & ~_c1a)) begin
            _and1a = 0;
        end else if (rst | (_xa & _c1a)) begin
            _and1a = 1;
        end
    end
endmodule
module TX_NODE #(
    parameter N = 16
)(
    input                       rstn,
    input [2*N-1:0]             c0d,
    output reg                  c0a,
    input [2*N-1:0]             c1d,
    output reg                  c1a,
    output wire [2*N-1:0]       pd,
    input                       pa,
    output wire [2*(N+1)-1:0]   ad,
    input                       aa,
    input [2*N-1:0]             fd,
    output wire                 fa
);
    genvar i;
    generate
    for (i = 0; i < N; i = i+1) begin
        assign ad[i*2] = c0d[i*2] | c1d[i*2];
        assign ad[i*2+1] = c0d[i*2+1] | c1d[i*2+1];
    end
    endgenerate
    assign ad[2*N] = c0d[0] | c0d[1];
    assign ad[2*N+1] = c1d[0] | c1d[1];
    assign pd = fd;
    assign fa = pa;
    always @(*) begin
        if (rstn & (aa & ad[2*N])) begin
            c0a = 1;
        end else if (~rstn | (~aa & ~ad[2*N])) begin
            c0a = 0;
        end
        if (rstn & (aa & ad[2*N+1])) begin
            c1a = 1;
        end else if (~rstn | (~aa & ~ad[2*N+1])) begin
            c1a = 0;
        end
    end
endmodule
module dr_rx #(
    parameter N = 16
) (
    input               clk,
    input               rst,
    input [2*N-1:0]     in,              
    output reg [N-1:0]  out,             
    output reg          out_rdy
);
    genvar i;
    integer j;
    wire [N-1:0]    in_rdy;
    wire            in_all_rdy;
    generate
    for (i = 0; i < N; i = i+1) begin
        assign in_rdy[i] = in[i*2] | in[(i*2)+1];    
    end
    endgenerate
    assign in_all_rdy = &in_rdy;     
    always @(posedge clk) begin
        if (rst) begin
            out <= 0;
            out_rdy <= 0;
        end else begin
            for (j = 0; j < N; j = j+1) begin
                out[j] <= in[(j*2)+1];
            end
            out_rdy <= in_all_rdy;
        end
    end
endmodule
module dr_tx #(
    parameter N = 16
) (
    input [N-1:0]           in,              
    input                   in_rdy,
    output wire [2*N-1:0]   out              
);
    genvar i;
    generate
    for (i = 0; i < N; i = i+1) begin
        assign out[i*2] = in_rdy ? (~in[i]) : 0;
        assign out[i*2+1] = in_rdy ? (in[i]) : 0;
    end
    endgenerate
endmodule
```
`run.sh`:
```
#!/bin/bash
# OpenROAD 26Q1-2900-gdf79404cd8, Yosys 0.63+post, stock flow scripts
make -C /OpenROAD-flow-scripts/flow DESIGN_CONFIG=/design/flow/config.mk WORK_HOME=/design/flow/orfs finish
```
`config.mk`:
```
export PLATFORM = sky130hd
export DESIGN_NAME = PE_left
export DESIGN_NICKNAME = PE_left
export VERILOG_FILES = /design/flow/design.v
export SDC_FILE = /design/flow/constraint.sdc
export NUM_CORES = 4
export LEC_CHECK = 1
export CORE_UTILIZATION = 50
```
`constraint.sdc`:
```
current_design PE_left

set clk_period 11.1
set clk_io_pct 0.2

create_clock -name clk0 -period $clk_period [get_ports {clk}]

set non_clock_inputs [all_inputs -no_clocks]
set_input_delay [expr $clk_period * $clk_io_pct] -clock clk0 $non_clock_inputs
set_output_delay [expr $clk_period * $clk_io_pct] -clock clk0 [all_outputs]
```
==> run summary <==
YS warnings: 6
HP Class: flip-flop to flip-flop
Post-Syn Area: 0.0125 mm^2
CP Launch Point: i_MAC.x[8]
Initial Util: 51.1%
Hold Startpoint: i_MAC.i_dr_rx.out_rdy
Critical Path AT: 8320 ps
Setup crit end kind: output pin
Peak supply drop: 0.0629 mV
Ys cells: 1,514
IO Count: 151
R2R setup slack: 8210 ps
Final TNS setup: 0 ps
Critical path class: flip-flop to output pin
Fin. max-slew vios: 0
Longest Clk Path Bufs: 2
Core Util, Final: 60.5%
Mean post-synth cell area: 8.26 um^2
Total CTS buffers: 9
Die Span Y: 160 um
Row cnt: 57
Pre-CTS WS: 410 ps
Tool warnings: 26
Syn Inst Count: 1,514
Clock Skew: 5.83 ps
Clock-pin slew on the worst setup and hold paths: 60 ps
CTS root buf: clkbuf_16
Layout area overhead: 18.2%
Fin worst setup slack: 564 ps
Leak: 6.66 nW
GR Util All Layers: 27.8%
Yosys chip area: 0.0125 mm^2
Total gr overflow: 0
Routed wire per std cell: 16.1 um
Die area: 0.0257 mm^2
Die X: 160 um
Max Used Layer: met4
Status: finished clean
DRT met1 WL: 14.3 mm
Distinct lib cells: 67
Cell Count, Final, Fillers Out: 1,977
Via-to-Cell Ratio: 5.09
Ys flop type: dfxtp_1
Synthesized registers: 82
Placer congestion estimate: 0.911
Minimum clock period: 10,540 ps
Initial antenna violation count: 0
# Post-CTS Setup Buffers: 0
Initial drt markers: 407
CP max FO: 7
CTS HTree Levels: 3
Vias: 10,100
Met2 wire len: 14.9 mm
Worst R2R Start: i_MAC.bits_peek[1]
Endpoints left unconstrained: 11
Latency at later pin: 340 ps
1st-pass router iterations: 5
Crit-path max cell delay: 540 ps
CTS tree: yes
EDFF count, synth: 0
DRC viols: 0
Critical Path RT: 8880 ps
Core area: 0.0245 mm^2
Number of global-route vias before repair: 10,300
Drt total wl: 31.9 mm
Crit path max-delay cell type: fa_1
Most used logic cell in the final layout: inv_1
Met3 wire len: 2.28 mm
Register pins left without a clock: 7
# hold bufs at CTS: 0
Slew @ Worst Pin: 794 ps
Max Clk Rate: 0.0949 GHz
Post-synth ARST share: 0%
Number of max-cap violations: 0
RSZ-0062 raised after global routing: no
Hold Vio Cnt, Final: 0
Endpoints failing setup: 0
CP Launch Type: flip-flop
Post-DP HPWL: 26.0 mm
CP most frequent cell: xnor2_1
P per Cell Area: 47.8 mW/mm^2
IO buf count: 149
Most frequent cells in the layout: inv_1, nor2_1, fa_1
Largest net degree at the start of global routing: 53
Post-route ant nets: 0
Tcrit/Tclk final: 94.9%
Worst slew margin: 47.0%
Post-CTS sizing: 0
First-pass GRT wire length: 52.8 mm
Inst Count DP: 1,962
Layout cell share with drive strength beyond 1: 4.48%
# diodes: 0
[cell type report]
class                   count  area (um^2)
clock inverters             5          103
repair buffers            178         1700
inverters                 262          987
clock buffers              10          229
multi-input cells        1116         9750
fillers                  2182         9670
well taps                 324          405
flip-flops and latches     82         1610
[Yosys cell counts (all sizes together) (2+ instances only)]
library cell  instances  share of area (%)
inv                 253                7.6
nor2                196                5.9
fa                  161                 26
nand2               121                3.8
ha                  120                 12
and2                106                5.3
xnor2                82                5.7
dfxtp                75                 12
mux2i                55                4.4
a21oi                53                2.2
clkbuf               48                1.4
nand3                29                1.3
o21ai                27                1.1
nor4                 23                1.2
nor2b                21                1.1
xor2                 17                1.3
a21o                 13               0.78
nand2b               11               0.55
nor3                 11               0.44
o21bai               10               0.60
clkinv                9               0.27
dlxtn                 7               0.84
buf                   6               0.22
nand4                 6               0.30
a211oi                4               0.24
o211ai                4               0.24
or3                   4               0.20
a21boi                3               0.18
a31oi                 3               0.15
and3                  3               0.15
o2111ai               3               0.26
o22ai                 3               0.15
xnor3                 3               0.54
a2111oi               2               0.29
a22oi                 2               0.23
a41oi                 2               0.20
and3b                 2               0.14
nand3b                2               0.15
nor3b                 2               0.12
o211a                 2               0.16
o21a                  2               0.12
[logic make-up after synthesis]
family | share of synthesized area (%)
DFF | 12.0
adders and majority gates | 37.8
buffers and inverters | 9.52
and+or+nand+nor | 20.6
xor gates and xnor gates | 7.53
AOI/OAI and AO/OA | 7.22
muxes | 4.49
latches | 0.840
[sequential cells by signal (all words and copies together) (netlist names), 3 cells and up]
name	flops
i_MAC.m	16
i_MAC.bits_peek	16
i_MAC.x	16
i_MAC.bits_recvd	5
i_MAC.rx_state	3
i_MAC.xmid	16
[power breakdown]
part	switching, mW	internal, mW	total (mW)
Sequential	0.00203	0.272	0.274
Clock	0.112	0.218	0.330
Combinational	0.0461	0.0576	0.104
[critical path: cells and delay by family (launching register included)]
family	cells	cell delay (ps)
fa+ha+maj	7	2990
xor+xnor	11	2220
compound gates	7	1400
buf+inv	3	750
flops	1	410
simple gates	1	170
[worst paths after layout]
| path | end | cells past startpoint |
|---|---|---|
| min reg2reg | i_MAC.f_sync_rdy | 1 |
| min | i_MAC.f_sync_rdy | 1 |
| max reg2reg | i_MAC.bits_recvd[2] | 12 |
| max | tx_pd[30] | 29 |
[layer usage]
| layer | up-vias | track usage [%] |
|---|---|---|
| li1 | 5003 | - |
| met1 | 4696 | 41.0 |
| met3 | 23 | 7.17 |
| met4 | 0 | 3.20 |
| met5 | - | 0 |
| met2 | 342 | 44.5 |
[stage by stage]
| stage | area [um^2] | hold WS (ps) | power [mW] |
|---|---|---|---|
| floorplan | 12500 | 414 | 0.321 |
| global placement | 14400 | 424 | 0.384 |
| detailed placement | 14400 | 427 | 0.384 |
| CTS | 14700 | 458 | 0.712 |
| global route | 14800 | 473 | 0.731 |
| finish | 14800 | 448 | 0.708 |
Power figures rest on the tool's default switching activity, not on a simulated workload.
