--- flow/config.mk ---
export PLATFORM = sky130hd
export DESIGN_NAME = PE_down
export DESIGN_NICKNAME = PE_down
export VERILOG_FILES = /design/flow/design.v
export SDC_FILE = /design/flow/constraint.sdc
export NUM_CORES = 4
export LEC_CHECK = 1
export CORE_UTILIZATION = 30
--- flow/constraint.sdc ---
current_design PE_down

set clk_period 11.1
set clk_io_pct 0.2

create_clock -name clk0 -period $clk_period [get_ports {clk}]

set non_clock_inputs [all_inputs -no_clocks]
set_input_delay [expr $clk_period * $clk_io_pct] -clock clk0 $non_clock_inputs
set_output_delay [expr $clk_period * $clk_io_pct] -clock clk0 [all_outputs]
--- flow/design.v ---
module PE_down (
    input                       clk,
    input                       rst,
    input [16-1:0]              cfg_dat,
    input [11-1:0]              cfg_adr,
    input [11-1:0]              slv_addr,
    input                       rx_pr,
    input [1:0]                 rx_pd,
    output wire                 rx_pa,
    output wire                 rx_c0r,
    output wire [1:0]           rx_c0d,
    input                       rx_c0a,
    output wire                 rx_c1r,
    output wire [1:0]           rx_c1d,
    input                       rx_c1a,
    input [2*16-1:0]            tx_c0d,
    output wire                 tx_c0a,
    input [2*16-1:0]            tx_c1d,
    output wire                 tx_c1a,
    output wire [2*16-1:0]      tx_pd,
    input                       tx_pa
);
    localparam NOC_WID = 16;
    localparam REGIONAL_ADDR_WID = 11;
    wire xr;
    wire [1:0] xd;
    wire xa;
    wire [2*(NOC_WID+1)-1:0] ad;
    wire aa;
    wire [2*NOC_WID-1:0] fd;
    wire fa;
    RX_NODE #(
        .N(NOC_WID)
    ) i_RX_NODE (
        .rstn(~rst   ),
        .pr  (rx_pr  ),
        .pd  (rx_pd  ),
        .pa  (rx_pa  ),
        .c0r (rx_c0r ),
        .c0d (rx_c0d ),
        .c0a (rx_c0a ),
        .c1r (rx_c1r ),
        .c1d (rx_c1d ),
        .c1a (rx_c1a ),
        .xr  (xr     ),
        .xd  (xd     ),
        .xa  (xa     )
    );
    MAC #(
        .NOC_WID(NOC_WID),
        .REGIONAL_ADDR_WID(REGIONAL_ADDR_WID)
    ) i_MAC (
        .clk     (clk     ),
        .rst     (rst     ),
        .cfg_dat (cfg_dat ),
        .cfg_adr (cfg_adr ),
        .slv_addr(slv_addr),
        .xr      (xr      ),
        .xd      (xd      ),
        .xa      (xa      ),
        .ad      (ad      ),
        .aa      (aa      ),
        .fd      (fd      ),
        .fa      (fa      )
    );
    TX_NODE #(
        .N(NOC_WID)
    ) i_TX_NODE (
        .rstn(~rst  ),
        .c0d (tx_c0d),
        .c0a (tx_c0a),
        .c1d (tx_c1d),
        .c1a (tx_c1a),
        .pd  (tx_pd ),
        .pa  (rx_pa ),
        .ad  (ad    ),
        .aa  (aa    ),
        .fd  (fd    ),
        .fa  (fa    )
    );
endmodule
module MAC #(
    parameter NOC_WID = 16,
    parameter REGIONAL_ADDR_WID = 11
)(
    input                       clk,
    input                       rst,
    input [NOC_WID-1:0]                 cfg_dat,
    input [REGIONAL_ADDR_WID-1:0]       cfg_adr,
    input [REGIONAL_ADDR_WID-1:0]       slv_addr,
    input                       xr,
    input [1:0]                 xd,              
    output wire                 xa,
    input [2*(NOC_WID+1)-1:0]   ad,              
    output wire                 aa,
    output wire [2*NOC_WID-1:0] fd,              
    input                       fa
);
    reg [NOC_WID-1:0]   bits_peek, xmid, m;
    always @(posedge clk) begin
        if (rst) begin
            bits_peek <= 0;
            xmid <= 0;
            m <= 0;
        end else begin
            if (cfg_adr == slv_addr) begin
                bits_peek <= cfg_dat;
            end else if (cfg_adr == slv_addr+4) begin
                xmid <= cfg_dat;
            end else if (cfg_adr == slv_addr+8) begin
                m <= cfg_dat;
            end
        end
    end
    localparam [1:0]
        RX_IDLE     = 2'b00,
        RX_ACK_HI   = 2'b01,
        RX_ACK_LO   = 2'b10;
    reg [1:0]                   rx_state;
    reg [NOC_WID-1:0]           x;
    reg [$clog2(NOC_WID):0]     bits_recvd;
    wire                        xd_arrived;
    assign xd_arrived = xd[0] || xd[1];
    assign xa = (rx_state == RX_ACK_HI);
    always @(posedge clk) begin
        if (rst) begin
            rx_state <= RX_IDLE;
            x <= 0;
            bits_recvd <= 0;
        end else begin
            case (rx_state)
                RX_IDLE: begin
                    if (xr) begin
                        rx_state <= RX_ACK_HI;
                        x <= 0;
                        bits_recvd <= 0;
                    end
                end
                RX_ACK_HI: begin
                    if (xd_arrived) begin
                        rx_state <= RX_ACK_LO;
                        if (bits_recvd < bits_peek) begin
                            x <= (x << 1) | xd[1];
                            bits_recvd <= bits_recvd + 1;
                        end
                    end else if (~xr) begin
                        rx_state <= RX_IDLE;
                    end
                end
                RX_ACK_LO: begin
                    if (~xd_arrived) rx_state <= RX_ACK_HI;
                end
                default: begin
                    rx_state <= RX_IDLE;
                    x <= 0;
                    bits_recvd <= 0;
                end
            endcase
        end
    end
    wire [NOC_WID:0]    a_sync;
    wire                a_sync_rdy;
    dr_rx #(
        .N(NOC_WID+1)
    ) i_dr_rx (
        .clk(clk),
        .rst(rst),
        .in(ad),
        .out(a_sync),
        .out_rdy(a_sync_rdy)
    );
    wire                a_MSb;
    wire [NOC_WID-1:0]  b;
    assign a_MSb = a_sync[NOC_WID];
    assign b = a_sync[NOC_WID-1:0];
    wire [NOC_WID-1:0]  s_left, s_right;
    assign s_left = m*x;
    assign s_right = m*(xmid-x);
    wire [NOC_WID-1:0]  f_sync;
    reg                 f_sync_rdy;
    assign f_sync = a_MSb ? s_right : s_left;
    dr_tx #(
        .N(NOC_WID)
    ) i_dr_tx (
        .in(f_sync),
        .in_rdy(f_sync_rdy),
        .out(fd)
    );
    always @(posedge clk) begin
        if (rst) begin
            f_sync_rdy <= 0;
        end else begin
            f_sync_rdy <= a_sync_rdy;
        end
    end
    assign aa = fa;      
endmodule
module RX_NODE #(
    parameter N = 16
)(
    input                       rstn,
    input                       pr,
    input [1:0]                 pd,
    output wire                 pa,
    output wire                 c0r,
    output wire [1:0]           c0d,
    input                       c0a,
    output wire                 c1r,
    output wire [1:0]           c1d,
    input                       c1a,
    output wire                 xr,
    output wire [1:0]           xd,
    input                       xa
);
    wire rst;
    assign rst = ~rstn;
    wire        _u0, _u1, uu, __v;
    wire [1:0]  _pd;
    wire        _pr, _c0r, _c0a, _c1r, _c1a, _xr, _xa;
    reg         u0, u1, _v;
    reg         _and0a, _and1a;
    assign _u0 = ~u0;
    assign _u1 = ~u1;
    assign uu = ~(_u0 & _u1);
    assign pa = ~((_pr | uu) & _and0a & _and1a);
    assign __v = ~_v;
    assign _pd[0] = ~pd[0];
    assign _pd[1] = ~pd[1];
    assign _c0r = ~(__v & u0);
    assign _c1r = ~(__v & u1);
    assign c0d[0] = ~(_pd[0] | _c0r);
    assign c0d[1] = ~(_pd[1] | _c0r);
    assign c1d[0] = ~(_pd[0] | _c1r);
    assign c1d[1] = ~(_pd[1] | _c1r);
    assign _xr = _pr;
    assign xd = c0d | c1d;
    assign _pr = ~pr;
    assign c0r = ~_c0r;
    assign _c0a = ~c0a;
    assign c1r = ~_c1r;
    assign _c1a = ~c1a;
    assign xr = ~_xr;
    assign _xa = ~xa;
    always @(*) begin
        if (~rst & (~_pd[0] & ~__v)) begin
            u0 = 1;
        end else if (rst | (_pr)) begin
            u0 = 0;
        end
        if (~rst & (~_pd[1] & ~__v)) begin
            u1 = 1;
        end else if (rst | (_pr)) begin
            u1 = 0;
        end
        if (~uu) begin
            _v = 1;
        end else if (uu & _pd[0] & _pd[1]) begin
            _v = 0;
        end
        if (~rst & (~_xa & ~_c0a)) begin
            _and0a = 0;
        end else if (rst | (_xa & _c0a)) begin
            _and0a = 1;
        end
        if (~rst & (~_xa & ~_c1a)) begin
            _and1a = 0;
        end else if (rst | (_xa & _c1a)) begin
            _and1a = 1;
        end
    end
endmodule
module TX_NODE #(
    parameter N = 16
)(
    input                       rstn,
    input [2*N-1:0]             c0d,
    output reg                  c0a,
    input [2*N-1:0]             c1d,
    output reg                  c1a,
    output wire [2*N-1:0]       pd,
    input                       pa,
    output wire [2*(N+1)-1:0]   ad,
    input                       aa,
    input [2*N-1:0]             fd,
    output wire                 fa
);
    genvar i;
    generate
    for (i = 0; i < N; i = i+1) begin
        assign ad[i*2] = c0d[i*2] | c1d[i*2];
        assign ad[i*2+1] = c0d[i*2+1] | c1d[i*2+1];
    end
    endgenerate
    assign ad[2*N] = c0d[0] | c0d[1];
    assign ad[2*N+1] = c1d[0] | c1d[1];
    assign pd = fd;
    assign fa = pa;
    always @(*) begin
        if (rstn & (aa & ad[2*N])) begin
            c0a = 1;
        end else if (~rstn | (~aa & ~ad[2*N])) begin
            c0a = 0;
        end
        if (rstn & (aa & ad[2*N+1])) begin
            c1a = 1;
        end else if (~rstn | (~aa & ~ad[2*N+1])) begin
            c1a = 0;
        end
    end
endmodule
module dr_rx #(
    parameter N = 16
) (
    input               clk,
    input               rst,
    input [2*N-1:0]     in,              
    output reg [N-1:0]  out,             
    output reg          out_rdy
);
    genvar i;
    integer j;
    wire [N-1:0]    in_rdy;
    wire            in_all_rdy;
    generate
    for (i = 0; i < N; i = i+1) begin
        assign in_rdy[i] = in[i*2] | in[(i*2)+1];    
    end
    endgenerate
    assign in_all_rdy = &in_rdy;     
    always @(posedge clk) begin
        if (rst) begin
            out <= 0;
            out_rdy <= 0;
        end else begin
            for (j = 0; j < N; j = j+1) begin
                out[j] <= in[(j*2)+1];
            end
            out_rdy <= in_all_rdy;
        end
    end
endmodule
module dr_tx #(
    parameter N = 16
) (
    input [N-1:0]           in,              
    input                   in_rdy,
    output wire [2*N-1:0]   out              
);
    genvar i;
    generate
    for (i = 0; i < N; i = i+1) begin
        assign out[i*2] = in_rdy ? (~in[i]) : 0;
        assign out[i*2+1] = in_rdy ? (in[i]) : 0;
    end
    endgenerate
endmodule
--- flow/run.sh ---
#!/bin/bash
# OpenROAD 26Q1-2900-gdf79404cd8, Yosys 0.63+post, stock flow scripts
make -C /OpenROAD-flow-scripts/flow DESIGN_CONFIG=/design/flow/config.mk WORK_HOME=/design/flow/orfs finish
==> notes.md <==
impl run done, here's what came out: status completed, highest clock frequency the design can meet 94.9 MHz, gpl congestion 0.930, total antenna diodes in the routed design 0, Post-synth EDFFs 0, Min-Delay Startpoint i_MAC.i_dr_rx.out_rdy$_SDFF_PP0_, die span in x 206 um, Chip Area 0.0425 mm2, top_reg_cell synth dfxtp_1, number of setup violations in the final report 0, 1st-iter DRT viols 421, layout cell share with drive strength beyond 1 0.0441, number of primary I/O pins 151, vias in the first global route 9963, cell count after synthesis 1514, pin count of the biggest net entering global routing 81, total detailed-routing wirelength 31.2 mm, number of unique standard cell types used by synthesis 67, pre-CTS setup slack 445 ps, Worst Setup Slack, final 558 ps, clk ins delay skew pair 340 ps, cell repeated most along the worst path xnor2_1, share of the clock period used by the worst path after layout 0.950, Critical Path Max Stage Delay 570 ps, worst-case clock skew 6.06 ps, unrepaired setup endpoints after global routing false, Clock Pin Slew Worst Setup and Hold Paths 60 ps, yosys cell count 1514, hold_ws 465 ps, buffers added on ports 149, estimated wirelength of the detail-placed design 25.2 mm, OpenROAD warning count 26, worst-case register-to-register setup slack 8190 ps, CTS buffer count 9, placed cell count 2169, height of the die 206 um, areal power density over the cells 44.3 mW/mm2, Synth Warn # 6, element type at the critical path end primary output, initial core utilization 0.305, Cells on Worst Hold Path 1, first-pass GRT wire length 50.9 mm, path type of the worst min-delay path reg2reg, antenna viol nets, final 0, Reg2Reg Depth 11, launch point of the worst reg-to-reg path i_MAC.bits_recvd[1]$_SDFFE_PP0P_, GRT Residual Overflow 0, Synth async-reset ratio 0, Leak 0.00666 uW, per-cell routed wire length 14.3 um, number of standard cells in the layout, taps in and fillers out 2186, total routing usage reported by global routing 0.158, CTS root buf clkbuf_16, row count 74, Final Slew Violations 0, H-tree levels 3, maximum vdd drop 0.0551 mV, Max Cap Viol 0, critical-path maximum fanout 4, buffer levels on the longest clock path 2, synthesized flop and latch total 82, kind of start point of the critical path flop, Hold Fails Final Rpt 0, signed area change from the synthesized netlist to the final layout 20.1%, arrival time reported for the critical path endpoint 8320 ps, routed via count divided by cell count 4.60, Core Footprint 0.0410 mm2, register pins left without a clock 7, Residual DRC 0, worst-case headroom to the max-slew limit 0.449, critical path required time 8880 ps, Critical Setup Path Class reg2out, total number of vias 10061, total negative slack 0 ps, final worst path period need 10540 ps, number of unconstrained endpoints 11, slew at the pin closest to its max-slew limit 825 ps, master of the slowest instance on the critical path fa_1, number of detailed-routing iterations run before antenna repair 22, endpoint of the worst hold path i_MAC.f_sync_rdy$_SDFF_PP0_, CTS tree done, antenna violations before repair 0, yosys stat chip area 0.0125 mm2, combined area of all synthesized cells 0.0125 mm2, FF-to-FF End i_MAC.bits_recvd[2]$_SDFFE_PP0P_, average cell area after synthesis 8.26 um2
-- placed cells by master, fill, tap and decap left out, types with 11 or more instances in the layout --
cell type        Yosys  final
a21o_1              13     13
xnor2_1             82     80
mux2i_1             55     55
clkdlybuf4s50_1      0    148
nor2b_1             20     20
a21oi_1             52     52
xor2_1              16     14
fa_1               161    161
dfxtp_1             75     72
buf_4                0     29
o21ai_1             12     11
o21ai_0             14     14
nand3_1             28     28
nor2_1             195    195
inv_1              252    252
and2_1             105    105
nor4_1              23     23
nor3_1              11     11
nand2_1            119    119
nand2b_1            11     11
ha_1               120    119
-- cell families (layout without fill, tap and decap cells) --
family | count (synthesis) | in the layout | share of synthesized area
AND/OR/NAND/NOR | 539 | 539 | 0.206
adder cells (fa/ha/maj) | 281 | 281 | 0.378
AND-OR/OR-AND | 138 | 138 | 0.0722
latches | 7 | 7 | 0.00840
flip-flops | 75 | 75 | 0.120
XOR/XNOR | 102 | 102 | 0.0753
buffers and inverters | 316 | 456 | 0.0952
multiplexers | 56 | 56 | 0.0449
-- critical path, delay by kind of cell (launching register included) --
family	cells	cell delay, ps
AND/OR/NAND/NOR	3	460
buffers and inverters	4	660
AND-OR/OR-AND	4	790
flip-flops	1	320
adder cells (fa/ha/maj)	8	3520
XOR/XNOR	11	2220
-- through the flow --
| step | total power, uW | cell area (um2) | utilization |
|---|---|---|---|
| global placement | 384 | 14700 | 0.358 |
| global route | 694 | 15000 | 0.366 |
| detailed placement | 385 | 14700 | 0.358 |
| floorplan | 321 | 12500 | - |
| finish | 666 | 15000 | 0.366 |
| CTS | 672 | 15000 | 0.365 |
-- state kept, by name, indices dropped and copies added (netlist names) --
name and count:
i_MAC.f_sync_rdy 1, i_MAC.i_dr_rx.out_rdy 1, i_MAC.bits_recvd 5, i_RX_NODE.u0 1, i_MAC.m 16, i_MAC.rx_state 3
i_RX_NODE.u1 1, i_MAC.i_dr_rx.out 1, i_MAC.x 16, i_RX_NODE._and1a 1, i_RX_NODE._and0a 1, i_TX_NODE.c0a 1
i_MAC.xmid 16, i_RX_NODE._v 1, i_TX_NODE.c1a 1, i_MAC.bits_peek 16
-- layout make-up --
class / count / area (um2)
Inverter: 262 / 987
Clock buffer: 10 / 239
Fill cell: 4141 / 26000
Clock inverter: 6 / 55.1
Timing Repair Buffer: 178 / 1700
Tap cell: 532 / 666
Multi-Input combinational cell: 1116 / 9760
Sequential cell: 82 / 1610
-- what timing repair did --
item,in CTS,in global routing
endpoints found under the setup margin,0,2
setup buffers,0,1
gates resized,0,12
hold buffers,0,0
-- metal layers --
metal | vias up | GRT usage | wire [um]
met5 | - | 0 | 0
met4 | 0 | 0.0160 | 433
met3 | 23 | 0.0441 | 2700
met2 | 346 | 0.247 | 13500
met1 | 4691 | 0.231 | 14600
li1 | 5001 | - | -
-- cell usage after synthesis, types with 3 or more instances --
| master | instances | area share |
|---|---|---|
| nor4_1 | 23 | 0.012 |
| a21oi_1 | 52 | 0.021 |
| mux2i_1 | 55 | 0.044 |
| clkinv_1 | 9 | 0.0027 |
| xor2_1 | 16 | 0.011 |
| nor2b_1 | 20 | 0.010 |
| o22ai_1 | 3 | 0.0015 |
| ha_1 | 120 | 0.12 |
| a211oi_1 | 4 | 0.0024 |
| dlxtn_1 | 7 | 0.0084 |
| o21ai_1 | 12 | 0.0048 |
| nor2_1 | 195 | 0.058 |
| buf_2 | 4 | 0.0016 |
| o21bai_1 | 10 | 0.0060 |
| o211ai_1 | 4 | 0.0024 |
| and2_1 | 105 | 0.053 |
| a21o_1 | 13 | 0.0078 |
| xnor3_1 | 3 | 0.0054 |
| dfxtp_1 | 75 | 0.12 |
| nand2_1 | 119 | 0.036 |
| nor3_1 | 11 | 0.0044 |
| and3_1 | 3 | 0.0015 |
| fa_1 | 161 | 0.26 |
| inv_1 | 252 | 0.076 |
| nand3_1 | 28 | 0.011 |
| a31oi_1 | 3 | 0.0015 |
| nand2b_1 | 11 | 0.0055 |
| clkbuf_1 | 48 | 0.014 |
| or3_1 | 4 | 0.0020 |
| nand4_1 | 6 | 0.0030 |
| o21ai_0 | 14 | 0.0056 |
| xnor2_1 | 82 | 0.057 |
-- how the worst max path moves through the flow --
stage	start	end	slack (ps)	depth (start not counted)
after CTS	i_MAC.x[3]$_SDFFE_PP0P_	tx_pd[30]	60	27
after global routing	i_MAC.x[0]$_SDFFE_PP0P_	tx_pd[30]	100	29
final	i_MAC.xmid[0]$_SDFFE_PP0P_	tx_pd[30]	560	30
-- report_power, final --
| part | switching [uW] | internal, uW |
|---|---|---|
| registers | 2.01 | 272 |
| logic | 45.9 | 57.6 |
| clock network | 110 | 178 |
Power figures rest on the tool's default switching activity, not on a simulated workload.
