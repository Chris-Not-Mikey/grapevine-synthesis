[flow/run.sh]
#!/bin/bash
# OpenROAD 26Q1-2900-gdf79404cd8, Yosys 0.63+post, stock flow scripts
make -C /OpenROAD-flow-scripts/flow DESIGN_CONFIG=/design/flow/config.mk WORK_HOME=/design/flow/orfs finish
[flow/config.mk]
export PLATFORM = sky130hd
export DESIGN_NAME = PE_right
export DESIGN_NICKNAME = PE_right
export VERILOG_FILES = /design/flow/design.v
export SDC_FILE = /design/flow/constraint.sdc
export NUM_CORES = 4
export LEC_CHECK = 1
export CORE_UTILIZATION = 50
[flow/constraint.sdc]
current_design PE_right

set clk_period 18.5
set clk_io_pct 0.2

create_clock -name clk0 -period $clk_period [get_ports {clk}]

set non_clock_inputs [all_inputs -no_clocks]
set_input_delay [expr $clk_period * $clk_io_pct] -clock clk0 $non_clock_inputs
set_output_delay [expr $clk_period * $clk_io_pct] -clock clk0 [all_outputs]
[flow/design.v]
module PE_right (
    input                       clk,
    input                       rst,
    input [16-1:0]              cfg_dat,
    input [11-1:0]              cfg_adr,
    input [11-1:0]              slv_addr,
    input                       rx_pr,
    input [1:0]                 rx_pd,
    output wire                 rx_pa,
    output wire                 rx_c0r,
    output wire [1:0]           rx_c0d,
    input                       rx_c0a,
    output wire                 rx_c1r,
    output wire [1:0]           rx_c1d,
    input                       rx_c1a,
    input [2*16-1:0]            tx_c0d,
    output wire                 tx_c0a,
    input [2*16-1:0]            tx_c1d,
    output wire                 tx_c1a,
    output wire [2*16-1:0]      tx_pd,
    input                       tx_pa
);
    localparam NOC_WID = 16;
    localparam REGIONAL_ADDR_WID = 11;
    wire xr;
    wire [1:0] xd;
    wire xa;
    wire [2*(NOC_WID+1)-1:0] ad;
    wire aa;
    wire [2*NOC_WID-1:0] fd;
    wire fa;
    RX_NODE #(
        .N(NOC_WID)
    ) i_RX_NODE (
        .rstn(~rst   ),
        .pr  (rx_pr  ),
        .pd  (rx_pd  ),
        .pa  (rx_pa  ),
        .c0r (rx_c0r ),
        .c0d (rx_c0d ),
        .c0a (rx_c0a ),
        .c1r (rx_c1r ),
        .c1d (rx_c1d ),
        .c1a (rx_c1a ),
        .xr  (xr     ),
        .xd  (xd     ),
        .xa  (xa     )
    );
    MAC #(
        .NOC_WID(NOC_WID),
        .REGIONAL_ADDR_WID(REGIONAL_ADDR_WID)
    ) i_MAC (
        .clk     (clk     ),
        .rst     (rst     ),
        .cfg_dat (cfg_dat ),
        .cfg_adr (cfg_adr ),
        .slv_addr(slv_addr),
        .xr      (xr      ),
        .xd      (xd      ),
        .xa      (xa      ),
        .ad      (ad      ),
        .aa      (aa      ),
        .fd      (fd      ),
        .fa      (fa      )
    );
    TX_NODE #(
        .N(NOC_WID)
    ) i_TX_NODE (
        .rstn(~rst  ),
        .c0d (tx_c0d),
        .c0a (tx_c0a),
        .c1d (tx_c1d),
        .c1a (tx_c1a),
        .pd  (tx_pd ),
        .pa  (rx_pa ),
        .ad  (ad    ),
        .aa  (aa    ),
        .fd  (fd    ),
        .fa  (fa    )
    );
endmodule
module MAC #(
    parameter NOC_WID = 16,
    parameter REGIONAL_ADDR_WID = 11
)(
    input                       clk,
    input                       rst,
    input [NOC_WID-1:0]                 cfg_dat,
    input [REGIONAL_ADDR_WID-1:0]       cfg_adr,
    input [REGIONAL_ADDR_WID-1:0]       slv_addr,
    input                       xr,
    input [1:0]                 xd,              
    output wire                 xa,
    input [2*(NOC_WID+1)-1:0]   ad,              
    output wire                 aa,
    output wire [2*NOC_WID-1:0] fd,              
    input                       fa
);
    reg [NOC_WID-1:0]   bits_peek, xmid, m;
    always @(posedge clk) begin
        if (rst) begin
            bits_peek <= 0;
            xmid <= 0;
            m <= 0;
        end else begin
            if (cfg_adr == slv_addr) begin
                bits_peek <= cfg_dat;
            end else if (cfg_adr == slv_addr+4) begin
                xmid <= cfg_dat;
            end else if (cfg_adr == slv_addr+8) begin
                m <= cfg_dat;
            end
        end
    end
    localparam [1:0]
        RX_IDLE     = 2'b00,
        RX_ACK_HI   = 2'b01,
        RX_ACK_LO   = 2'b10;
    reg [1:0]                   rx_state;
    reg [NOC_WID-1:0]           x;
    reg [$clog2(NOC_WID):0]     bits_recvd;
    wire                        xd_arrived;
    assign xd_arrived = xd[0] || xd[1];
    assign xa = (rx_state == RX_ACK_HI);
    always @(posedge clk) begin
        if (rst) begin
            rx_state <= RX_IDLE;
            x <= 0;
            bits_recvd <= 0;
        end else begin
            case (rx_state)
                RX_IDLE: begin
                    if (xr) begin
                        rx_state <= RX_ACK_HI;
                        x <= 0;
                        bits_recvd <= 0;
                    end
                end
                RX_ACK_HI: begin
                    if (xd_arrived) begin
                        rx_state <= RX_ACK_LO;
                        if (bits_recvd < bits_peek) begin
                            x <= (x << 1) | xd[1];
                            bits_recvd <= bits_recvd + 1;
                        end
                    end else if (~xr) begin
                        rx_state <= RX_IDLE;
                    end
                end
                RX_ACK_LO: begin
                    if (~xd_arrived) rx_state <= RX_ACK_HI;
                end
                default: begin
                    rx_state <= RX_IDLE;
                    x <= 0;
                    bits_recvd <= 0;
                end
            endcase
        end
    end
    wire [NOC_WID:0]    a_sync;
    wire                a_sync_rdy;
    dr_rx #(
        .N(NOC_WID+1)
    ) i_dr_rx (
        .clk(clk),
        .rst(rst),
        .in(ad),
        .out(a_sync),
        .out_rdy(a_sync_rdy)
    );
    wire                a_MSb;
    wire [NOC_WID-1:0]  b;
    assign a_MSb = a_sync[NOC_WID];
    assign b = a_sync[NOC_WID-1:0];
    wire [NOC_WID-1:0]  s_left, s_right;
    assign s_left = m*x;
    assign s_right = m*(xmid-x);
    wire [NOC_WID-1:0]  f_sync;
    reg                 f_sync_rdy;
    assign f_sync = a_MSb ? s_right : s_left;
    dr_tx #(
        .N(NOC_WID)
    ) i_dr_tx (
        .in(f_sync),
        .in_rdy(f_sync_rdy),
        .out(fd)
    );
    always @(posedge clk) begin
        if (rst) begin
            f_sync_rdy <= 0;
        end else begin
            f_sync_rdy <= a_sync_rdy;
        end
    end
    assign aa = fa;      
endmodule
module RX_NODE #(
    parameter N = 16
)(
    input                       rstn,
    input                       pr,
    input [1:0]                 pd,
    output wire                 pa,
    output wire                 c0r,
    output wire [1:0]           c0d,
    input                       c0a,
    output wire                 c1r,
    output wire [1:0]           c1d,
    input                       c1a,
    output wire                 xr,
    output wire [1:0]           xd,
    input                       xa
);
    wire rst;
    assign rst = ~rstn;
    wire        _u0, _u1, uu, __v;
    wire [1:0]  _pd;
    wire        _pr, _c0r, _c0a, _c1r, _c1a, _xr, _xa;
    reg         u0, u1, _v;
    reg         _and0a, _and1a;
    assign _u0 = ~u0;
    assign _u1 = ~u1;
    assign uu = ~(_u0 & _u1);
    assign pa = ~((_pr | uu) & _and0a & _and1a);
    assign __v = ~_v;
    assign _pd[0] = ~pd[0];
    assign _pd[1] = ~pd[1];
    assign _c0r = ~(__v & u0);
    assign _c1r = ~(__v & u1);
    assign c0d[0] = ~(_pd[0] | _c0r);
    assign c0d[1] = ~(_pd[1] | _c0r);
    assign c1d[0] = ~(_pd[0] | _c1r);
    assign c1d[1] = ~(_pd[1] | _c1r);
    assign _xr = _pr;
    assign xd = c0d | c1d;
    assign _pr = ~pr;
    assign c0r = ~_c0r;
    assign _c0a = ~c0a;
    assign c1r = ~_c1r;
    assign _c1a = ~c1a;
    assign xr = ~_xr;
    assign _xa = ~xa;
    always @(*) begin
        if (~rst & (~_pd[0] & ~__v)) begin
            u0 = 1;
        end else if (rst | (_pr)) begin
            u0 = 0;
        end
        if (~rst & (~_pd[1] & ~__v)) begin
            u1 = 1;
        end else if (rst | (_pr)) begin
            u1 = 0;
        end
        if (~uu) begin
            _v = 1;
        end else if (uu & _pd[0] & _pd[1]) begin
            _v = 0;
        end
        if (~rst & (~_xa & ~_c0a)) begin
            _and0a = 0;
        end else if (rst | (_xa & _c0a)) begin
            _and0a = 1;
        end
        if (~rst & (~_xa & ~_c1a)) begin
            _and1a = 0;
        end else if (rst | (_xa & _c1a)) begin
            _and1a = 1;
        end
    end
endmodule
module TX_NODE #(
    parameter N = 16
)(
    input                       rstn,
    input [2*N-1:0]             c0d,
    output reg                  c0a,
    input [2*N-1:0]             c1d,
    output reg                  c1a,
    output wire [2*N-1:0]       pd,
    input                       pa,
    output wire [2*(N+1)-1:0]   ad,
    input                       aa,
    input [2*N-1:0]             fd,
    output wire                 fa
);
    genvar i;
    generate
    for (i = 0; i < N; i = i+1) begin
        assign ad[i*2] = c0d[i*2] | c1d[i*2];
        assign ad[i*2+1] = c0d[i*2+1] | c1d[i*2+1];
    end
    endgenerate
    assign ad[2*N] = c0d[0] | c0d[1];
    assign ad[2*N+1] = c1d[0] | c1d[1];
    assign pd = fd;
    assign fa = pa;
    always @(*) begin
        if (rstn & (aa & ad[2*N])) begin
            c0a = 1;
        end else if (~rstn | (~aa & ~ad[2*N])) begin
            c0a = 0;
        end
        if (rstn & (aa & ad[2*N+1])) begin
            c1a = 1;
        end else if (~rstn | (~aa & ~ad[2*N+1])) begin
            c1a = 0;
        end
    end
endmodule
module dr_rx #(
    parameter N = 16
) (
    input               clk,
    input               rst,
    input [2*N-1:0]     in,              
    output reg [N-1:0]  out,             
    output reg          out_rdy
);
    genvar i;
    integer j;
    wire [N-1:0]    in_rdy;
    wire            in_all_rdy;
    generate
    for (i = 0; i < N; i = i+1) begin
        assign in_rdy[i] = in[i*2] | in[(i*2)+1];    
    end
    endgenerate
    assign in_all_rdy = &in_rdy;     
    always @(posedge clk) begin
        if (rst) begin
            out <= 0;
            out_rdy <= 0;
        end else begin
            for (j = 0; j < N; j = j+1) begin
                out[j] <= in[(j*2)+1];
            end
            out_rdy <= in_all_rdy;
        end
    end
endmodule
module dr_tx #(
    parameter N = 16
) (
    input [N-1:0]           in,              
    input                   in_rdy,
    output wire [2*N-1:0]   out              
);
    genvar i;
    generate
    for (i = 0; i < N; i = i+1) begin
        assign out[i*2] = in_rdy ? (~in[i]) : 0;
        assign out[i*2+1] = in_rdy ? (in[i]) : 0;
    end
    endgenerate
endmodule
==> run notes <==
The run finished with clean final reports. For the detailed router's first-iteration violation count, the log shows 432. The core region is 24500 um^2. In the setup report, the worst path falls into the class reg -> out.

The post-cts gate resize count came out at 0. Most prevalent standard cell on the critical path: sky130_fd_sc_hd__xnor2_1. Per the final report, max-transition violations number 0.

Setup repair after global routing left no endpoint under its margin. The logs give 0.0370 mV for the maximum vdd drop and 57 for the number of standard-cell rows in the floorplan. With the worst hold margin at 0.444 ns, the detailed-route via count is 10000.

With the count of flip-flops with a built-in enable after synthesis at 0, the first-pass GRT wire length is 52.1 mm. The total DRC errors in the routed layout came out at 0. The floorplan step set the die height to 160 um. The tools report the placer congestion estimate as 0.914. Once placement finished, the instance area stood at 14400 um^2.

The HPWL after detailed placement is 25.8 mm. From left edge to right edge, the die measures 160 um. Per the cell usage report, the commonest logic cells after layout are sky130_fd_sc_hd__inv_1 (252), sky130_fd_sc_hd__nor2_1 (195), sky130_fd_sc_hd__fa_1 (161), sky130_fd_sc_hd__clkdlybuf4s50_1 (148), sky130_fd_sc_hd__ha_1 (120). Entering global routing, the biggest net connects 59 pins.

Among all stages on the critical path, the maximum delay recorded is 0.72 ns. Counting I/O delays and the setup requirement, the final critical path takes 13.51 ns. Clock skew on the completed layout was measured at 0.00737 ns. In this run the maximum-capacitance check reported violations numbering 0. The share of layout cells above drive strength 1 came out at 3.22%.

The tools report the category of the worst setup path capture point as an output port. Global routing consumed, over all layers together, 27.5% of the routing resources. The worst hold path belongs to the class reg -> reg.

The starting density of the core is 51.1%, and the buffer-and-inverter tally for the worst setup path is 4. STA classifies the critical path startpoint as a flip-flop. The library cell contributing the largest single delay on the critical path is sky130_fd_sc_hd__dfxtp_1. Per the slew report, the remaining headroom to the max-slew limit stands at 41.8%. Highest-count logic cell in the final layout: sky130_fd_sc_hd__inv_1. Of all nets on the critical path, the largest fanout is 12. Synthesis inferred 82 register bits.

In this run the deepest clock path goes through 2 buffers. The post-CTS hold buffer count recorded in the log is 0. The transition time recorded at the tightest slew-check pin is 0.867 ns. With the number of cells on the worst hold path at 1, the detailed-route wire length per cell is 16.1 um.

For the worst setup path, the data required time is 14.80 ns. The run gives 0.06 ns for the clock transition at the registers of the reported paths. The tools report the count of endpoints without a timing constraint as 11. The run gives 2210 for the count of fill cells added during filler insertion. On the critical path the data arrives at 9.81 ns. Nets still carrying antenna violations after routing amount to 0. Dominant synthesized flop cell: sky130_fd_sc_hd__dfxtp_1. Summing internal, switching and leakage power gives 0.391 mW. The final timing report counts setup violations totalling 0. The layout overhead on the synthesized area is 17.0%, and the synthesized area divided by synthesized cell count is 8.26 um^2. With the stage-log warning count at 26, the portion of the clock cycle consumed by the worst path in the final layout is 73.0%. The synthesis report gives the async set-or-reset register share as 0%. Post-synthesis, Yosys gives the total cell area as 12500 um^2.

Port buffering added 149 buffers. The script computed a power per unit cell area of 26.7 nW/um^2. The synthesized netlist occupies a cell area of 12500 um^2. Per the OpenROAD floorplan log, the area of the die is 25700 um^2.

The run gives 0 as the final hold violation count. The STA report counts the stages on the worst setup path as 30. The length of the first detailed-routing pass in iterations was 5. Timing would allow up to 74.0 MHz. Global routing finished with a remaining overflow of 0. The kind of cell adding the most delay to the critical path is adder cells. The number of vias per cell after detailed routing was 5.08. The leakage component of the power was reported as 6.58 nW. The number of antenna violations at the first check in global routing is 1. Insertion delay at the late pin of the worst-skew pair: 0.33 ns. The run gives 151 as the number of top-level pins. The cell sitting at the root of the clock tree is a sky130_fd_sc_hd__clkbuf_16. For the post-synthesis instance total, the log shows 1514. TritonCTS built the clock tree. The run gives 7 as the number of register pins that no clock reaches. The total setup buffers inserted after CTS is 0, and the via count of the first global-routing pass is 10000. For this run, the number of Yosys warnings is 6. Measured in cells, the most critical reg-to-reg path has a length of 11. The layout stage reports a final design area of 14600 um^2.

After synthesis, the design contains 1514 cells according to Yosys. The logs give 9 for the clock buffer count from CTS and 67 for the post-synthesis cell type count. Total number of H-tree levels: 3.

The final wirelength was 31.6 mm; the final sum of negative setup slack was 0 ns.
## state kept, by name (all words and copies together) (netlist names)
register and flops:
i_RX_NODE.u0 1, i_MAC.bits_recvd 5, i_MAC.x 16, i_RX_NODE.u1 1, i_RX_NODE._v 1, i_MAC.i_dr_rx.out 1
i_MAC.bits_peek 16, i_RX_NODE._and0a 1, i_RX_NODE._and1a 1, i_TX_NODE.c1a 1, i_MAC.f_sync_rdy 1, i_MAC.xmid 16
i_MAC.rx_state 3, i_MAC.m 16, i_MAC.i_dr_rx.out_rdy 1, i_TX_NODE.c0a 1
## worst register-to-register path, delay by kind of cell, from the launching register on
kind / cells / cell delay [ns]
and+or+nand+nor: 5 / 1.33
AOI/OAI and AO/OA: 5 / 0.83
DFF: 1 / 0.34
adders and majority gates: 1 / 0.30
## power by group
part	total, mW	internal [mW]	switching (mW)
logic	0.0619	0.0345	0.0274
clock network	0.164	0.0950	0.0693
registers	0.165	0.163	0.00126
## cells in the mapped netlist (12+ instances only)
cell type                  count  area [um^2]
sky130_fd_sc_hd__xnor2_1      82          718
sky130_fd_sc_hd__dfxtp_1      75         1500
sky130_fd_sc_hd__o21ai_0      14         70.1
sky130_fd_sc_hd__ha_1        120         1500
sky130_fd_sc_hd__fa_1        161         3220
sky130_fd_sc_hd__nand3_1      28          140
sky130_fd_sc_hd__and2_1      105          657
sky130_fd_sc_hd__a21oi_1      52          260
sky130_fd_sc_hd__xor2_1       16          140
sky130_fd_sc_hd__nor2_1      195          732
sky130_fd_sc_hd__mux2i_1      55          551
sky130_fd_sc_hd__a21o_1       13         97.6
sky130_fd_sc_hd__nor2b_1      20          125
sky130_fd_sc_hd__nand2_1     119          447
sky130_fd_sc_hd__o21ai_1      12         60.1
sky130_fd_sc_hd__clkbuf_1     48          180
sky130_fd_sc_hd__nor4_1       23          144
sky130_fd_sc_hd__inv_1       252          946
## final timing paths
check                                     endpoint                        startpoint  slack, ns
setup reg to reg  i_MAC.bits_recvd[2]$_SDFFE_PP0P_  i_MAC.bits_recvd[1]$_SDFFE_PP0P_      15.65
hold / removal         i_MAC.f_sync_rdy$_SDFF_PP0_  i_MAC.i_dr_rx.out_rdy$_SDFF_PP0_       0.44
setup / recovery                         tx_pd[30]           i_MAC.x[1]$_SDFFE_PP0P_       4.99
hold reg to reg        i_MAC.f_sync_rdy$_SDFF_PP0_  i_MAC.i_dr_rx.out_rdy$_SDFF_PP0_       0.44
## through the flow
step | cells | utilization (%) | setup WS [ns]
detailed placement | 1954 | 58.7 | 5.32
global route | 1970 | 59.8 | 4.28
finish | 1971 | 59.8 | 4.99
floorplan | 1514 | - | 7.04
global placement | 1954 | 58.7 | 5.33
CTS | 1970 | 59.8 | 4.95
## area by class of cell
type	count	area [um^2]	share of cell area [%]
Clock buffer	11	243	1.66
Timing Repair Buffer	170	1640	11.2
Multi-Input combinational cell	1116	9710	66.4
Antenna cell	1	2.50	0.0171
Inverter	262	983	6.72
Sequential cell	82	1610	11.0
Clock inverter	5	37.5	0.256
Tap cell	324	405	2.77
## per-layer routing
| layer | vias up | part of all wire, % | track usage [%] |
|---|---|---|---|
| li1 | 5001 | - | - |
| met1 | 4701 | 47 | 41.8 |
| met2 | 291 | 46 | 44.0 |
| met3 | 23 | 5.8 | 5.51 |
| met4 | 0 | 1.2 | 2.73 |
| met5 | - | 0 | 0 |
## cell families after synthesis
logic type               Yosys count  synth area share (%)
latches                            7                 0.840
AND/OR/NAND/NOR                  539                  20.6
buffers and inverters            316                  9.52
adder cells (fa/ha/maj)          281                  37.8
AND-OR/OR-AND                    138                  7.22
flip-flops                        75                  12.0
XOR/XNOR                         102                  7.53
multiplexers                      56                  4.49
Power is estimated from default activity; no workload was simulated.
